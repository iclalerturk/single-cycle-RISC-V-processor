<file path="flow/run.sh">
#!/bin/bash
# OpenROAD 26Q1-2900-gdf79404cd8, Yosys 0.63+post, stock flow scripts
make -C /OpenROAD-flow-scripts/flow DESIGN_CONFIG=/design/flow/config.mk WORK_HOME=/design/flow/orfs finish
</file>
<file path="flow/config.mk">
export PLATFORM = sky130hd
export DESIGN_NAME = dataMemory
export DESIGN_NICKNAME = dataMemory
export VERILOG_FILES = /design/flow/design.v
export SDC_FILE = /design/flow/constraint.sdc
export NUM_CORES = 4
export LEC_CHECK = 1
export CORE_UTILIZATION = 40
</file>
<file path="flow/constraint.sdc">
current_design dataMemory

set clk_period 5.8
set clk_io_pct 0.2

create_clock -name clk0 -period $clk_period [get_ports {clk}]

set non_clock_inputs [all_inputs -no_clocks]
set_input_delay [expr $clk_period * $clk_io_pct] -clock clk0 $non_clock_inputs
set_output_delay [expr $clk_period * $clk_io_pct] -clock clk0 [all_outputs]
</file>
<file path="flow/design.v">
module dataMemory(
    input  wire clk,          
    input  wire  [31:0] A,    
    input  wire  [31:0] WD,  
    input  wire WE, 
    output reg   [31:0] RD 
);
reg [31:0] mem [0:31]; 
integer i;
initial begin
    for (i = 0; i < 32; i = i + 1) begin
        mem[i] = i;
    end
end
always @(posedge clk) begin
    if (WE) begin
        mem[A] <= WD;  
    end
    RD <= mem[A];  
end
endmodule
</file>
==> notes.md <==
Notes on the physical design

The flow ran to the end, and the final reports show no timing, DRC or antenna violations. The largest fanout on the critical path is 21. Post-synth the commonest register cell is edfxtp_1. The largest individual stage delay along the critical path comes from the cell nor2_4. Per STA, the library cell used most along the worst path is buf_4. Wires add up to roughly 94000 µm.

Detailed placement finished with a half-perimeter wire length of about 50000 µm. The clock skew is roughly 0.019 ns. The number of antenna diodes in the final layout is 0.

The layout overhead on the synthesized area is 15.71%. After global routing the overflow that remains totals 0. The critical path is of the in2reg type.

The tally of unique sky130hd cells used after synthesis is 23. The portion of synthesized cell area occupied by the leading cell type is 0.7737. By area the synthesized netlist is led by edfxtp_1 (77%), mux2i_1 (13%), o22ai_1 (4.0%), dfxtp_1 (1.6%), buf_2 (1.0%). The buffer_ports step reported a buffer count of around 70.

The static leakage is about 16 nW. The cts-stage hold buffer count is 0. The filler-free cell count of the finished design is about 3600. Once synthesis finished, the tally of register bits stood at 1056.

The power report attributes to the combinational group a share of 0.044. The fraction of power consumed by sequential logic is 0.535. At the floorplan stage, the core utilization is reported as 0.4038. The pin closest to its max-slew limit shows a slew of 1.068 ns. Of the synthesized area, sequential elements account for 0.7898. The H-tree depth reported by CTS is 3.

The count of placed standard cells including taps is around 3400. The internal cell power is about 13 mW. The tightest min-delay check is of the reg2reg type. The routed design shows a via density per instance of about 5.5. The clock transition at the register clock pins on the worst setup and hold paths after CTS is 0.06 ns. After synthesis, the chip area reported by Yosys is between 0.03 and 0.04 mm².

The DRC violation total after the first TritonRoute iteration is around 1200. Buffers added to address setup during post-CTS repair amount to 0. In the synthesized netlist, the number of instances is 2107. In this run the tools logged warnings totalling roughly 55. Adding up every negative setup slack in the final design gives 0 ns.

The number of flops mapped to enable cells by yosys is 1024. The portion of total power attributed to the clock network is 0.422. The longest incremental delay of any stage on the critical path is reported as 0.75 ns. According to the floorplan report, the total die area is between 0.1 and 0.15 mm². For this design, Yosys synthesis ends with a cell count of 2107. The number of slew-limit violations in the final report is 0. The global-route usage over all layers is 0.2076. The startpoint type of the worst setup path is an input port.

The pin count of the biggest net entering global routing is 101. The switching component of the power was reported as 3.220 mW. The number of CTS-inserted buffers is about 100. Setup repair after global routing left no endpoint under its margin. The last weighted congestion value of the routability-driven placer is between 0.8 and 0.9. The fraction of registers with async set or reset after synthesis is 0. The clock network latency to the later pin of the worst-skew pair is 0.68 ns.

In the final layout, the share of cells above drive strength 1 is 0.1277. The via count of the first global-routing pass is approximately 21000. The largest voltage drop on the vdd net is around 0.24 mV.

The top cell type by instance count after synthesis is edfxtp_1. The CTS tree is yes. STA puts the critical path data required time at around 6.1 ns. The clock root buffer master is clkbuf_16. The max-cap violation count is 0. In this run the cell area of the synthesized design comes to slightly below 0.04 mm². The share of total power consumed by net switching is 0.2021. The power density over the cells is about 350 mW/mm². The number of sinks on the clock net is 1056. The data arrival time at the worst-slack endpoint is ~4.2 ns. Along the critical path, the tally of buffer and inverter instances is 3. The synthesis report lists the Yosys warning total as 1.

Measured along the y axis, the die boundary spans around 320 µm. Timing would allow up to ~0.25 GHz. The script logs the mean routed wire length per placed instance as 25.98 µm.

The remaining max-slew budget at the tightest pin is 0.2863. The post-cts resize count is 0. Per STA, the worst path accumulates the most delay in the family buffers and inverters. Per the synthesis report, the dominant area consumer among library cells is edfxtp_1. In the finished design, the share of the clock period the worst path needs comes to 0.6807. The remaining antenna violation count after routing is 0. Dividing the synthesized area by the synthesized cell count gives 18.86 µm².

The global-route wire length before repair is approximately 140000 µm. The initialized floorplan defines 115 standard-cell rows. The floorplan step defined a core boundary enclosing between 0.09 and 0.1 mm². The initial antenna violation count is 0. The synthesis run shows the most used standard cells to be edfxtp_1 (1024), mux2i_1 (512), o22ai_1 (256), buf_2 (81), nor4_1 (64).

The signal on the critical path passes through clkdlybuf4s50_1, buf_4, nand3b_1, nor2_4, buf_4. The final hold violation count recorded for this run is 0. The detailed router placed 19870 vias in this run. The deepest clock path buffer count is 3. The horizontal die dimension is roughly 320 µm. The top-level port count is 98. The post-route minimum period is 3.948 ns.

The kind of capture point of the worst setup path is a flop. The count of endpoints failing setup in the final report is 0. The first TritonRoute pass finished after 5 iterations. The count of unresolved DRC violations after routing is 0.
[per-layer routing]
metal	vias up	track usage	share of wire
li1	8895	-	-
met1	9650	0.2410	0.33
met5	-	0.006155	0.00094
met2	1198	0.3083	0.47
met3	129	0.1668	0.18
met4	2	0.04143	0.023
[tightest hold or removal path, cell delays in order, from the launching register on]
cell,delay (ns)
edfxtp_1,0.32
mux2i_1,0.06
o22ai_1,0.11
nor4_1,0.07
nand2_1,0.08
[state kept, by name, summed over array words and instances (netlist names)]
register  count
mem        1024
RD           32
[cell families (layout without fill, tap and decap cells)]
family                 after synthesis  after routing  synth area share
and+or+nand+nor                    157            157           0.02267
DFF                               1056           1056            0.7898
buffers and inverters              126            353           0.01823
muxes                              512            512            0.1290
AOI/OAI and AO/OA                  256            256           0.04030
[cell type report]
type                    count  area [µm²]
multi-input cells         925        7955
clock inverters            52       639.4
flip-flops and latches   1056       31390
clock buffers             139        2844
fillers                  8022       52430
repair buffers            162        1546
well taps                1287        1610
[power groups by stage]
| stage | combinational (mW) | clock (mW) | sequential [mW] |
|---|---|---|---|
| after CTS | 0.709 | 6.84 | 8.52 |
| after global routing | 0.759 | 7.16 | 8.53 |
| final | 0.699 | 6.72 | 8.52 |
[stage by stage]
step	worst slack, ns	hold WS (ns)	utilization	total power, mW	instance area (µm²)
2_1_floorplan	0.9712	0.5760	-	9.022	39740
3_3_place_gp	1.211	0.6488	0.4318	9.373	42500
3_5_place_dp	1.209	0.6415	0.4318	9.387	42500
4_1_cts	1.896	0.6578	0.4672	16.07	45990
5_1_grt	1.778	0.6771	0.4672	16.44	45990
6_report	1.852	0.6548	0.4672	15.94	45990
[placed cells by master, fill, tap and decap left out, types with 2 or more instances in the layout]
master,n
buf_12,12
buf_4,80
bufinv_16,11
clkbuf_1,24
clkbuf_16,104
clkbuf_8,11
clkdlybuf4s50_1,69
clkinv_1,8
clkinv_16,2
clkinv_2,20
clkinvlp_4,6
dfxtp_1,32
edfxtp_1,1024
inv_16,2
inv_6,2
mux2i_1,512
nand2_1,34
nand3_1,2
nand3b_1,4
nand4b_1,4
nand4bb_4,6
nor2_4,28
nor3_2,4
nor4_1,64
o22ai_1,256
or3b_2,3
or4b_4,3
[worst paths after layout]
path | from | to | slack, ns | cells after the start
setup / recovery | A[0] | mem[18][29] | 1.85 | 5
hold / removal | mem[4][30] | RD[30] | 0.65 | 4
setup reg to reg | mem[3][3] | RD[3] | 4.08 | 4
hold reg to reg | mem[4][30] | RD[30] | 0.65 | 4
No activity file was given, so power comes from the tool's default toggle rates.
