==> run.sh <==
#!/bin/bash
# OpenROAD 26Q1-2900-gdf79404cd8, Yosys 0.63+post, stock flow scripts
make -C /OpenROAD-flow-scripts/flow DESIGN_CONFIG=/design/flow/config.mk WORK_HOME=/design/flow/orfs finish
==> config.mk <==
export PLATFORM = sky130hd
export DESIGN_NAME = instructionMemory
export DESIGN_NICKNAME = instructionMemory
export VERILOG_FILES = /design/flow/design.v
export SDC_FILE = /design/flow/constraint.sdc
export NUM_CORES = 4
export LEC_CHECK = 1
export CORE_AREA = 10 10 70 70
export DIE_AREA = 0 0 80 80
==> constraint.sdc <==
current_design instructionMemory

set clk_period 1.4
set clk_io_pct 0.2

create_clock -name clk0 -period $clk_period

set non_clock_inputs [all_inputs -no_clocks]
set_input_delay [expr $clk_period * $clk_io_pct] -clock clk0 $non_clock_inputs
set_output_delay [expr $clk_period * $clk_io_pct] -clock clk0 [all_outputs]
==> design.v <==
module instructionMemory(
    input [31:0] A,
    output reg [31:0] RD
    );
reg [31:0] mem1[51:0];
initial begin
    mem1[0] = 32'b00000000011100110000001010110011;  
    mem1[4] = 32'b01000000011100110000001010110011;  
    mem1[8] = 32'hFFC4A303;  
    mem1[12] = 32'b11011110001110111101000011101111;  
    mem1[16] = 32'b11111111101100100010000110010011 ;  
    mem1[20] = 32'hFE420AE3;  
    mem1[24] = 32'h0064A423;  
    mem1[28] = 32'b11111111111100110110001010010011;  
    mem1[32] = 32'b00000000011100100000000110010011;  
    mem1[36] = 32'h0062E233;  
    mem1[40] = 32'b00000000001000110000001010010011;  
    mem1[44] = 32'b00000000010100100010000110110011;  
    mem1[48] = 32'b00000000010100100111000110110011;  
end
always @(*) begin
    RD = mem1[A]; 
end
endmodule
==> Slide: Implementation Results <==
Synthesis and Place & Route Summary

Outcome
  – Status: finished with violations
  – Failing checks: setup timing

Logic synthesis
  – Cell count in the Yosys report: about 77
  – Top cells, area: ha_1 (17%), buf_4 (15%), mux2i_1 (7.8%)
  – Leading area contributor after synthesis: ha_1
  – Yosys top cell area share: roughly 17%
  – Distinct cells, synth: 27
  – Synth Cell Area: 513 µm²
  – Count leader, synth: buf_4
  – Syn. warnings: 1
  – Most frequent cells after synthesis: buf_4 (10), nand2_1 (8), ha_1 (7), a21oi_1 (6), nor2_1 (6)
  – Avg Synthesized Cell Area: 6.66 µm²
  – Instance tally after logic synthesis: approximately 77
  – Post-synth seq share: 0%
  – Post-synth area from yosys stat: 513 µm²

STA
  – TNS Setup: -0.777 ns
  – Final hold viol count: 0
  – Crit path time final: between 1.5 and 2 ns
  – Fin crit share: 111%
  – Final setup vio count: 16
  – Min Hold Slack: approximately 0.99 ns
  – Max Clk Rate: between 0.6 and 0.7 GHz
  – Final slew viol count: 0
  – RSZ-0062 raised after global routing: true
  – Fin worst setup slack: -0.157 ns

Detailed routing
  – Via-to-Cell Ratio: around 4.1
  – Post-route DRC: 0
  – Initial drt markers: 18
  – Final ANT Viol Nets: 0
  – Via Count: between 800 and 900
  – Total Wirelength: slightly below 3000 µm
  – ANT cells: 0
  – Drt wl/cell: around 15 µm
  – Pre-antenna DRT Iters: 4

Worst setup path
  – Crit. End Element: primary output
  – Worst Setup Path Type: primary input to primary output
  – Crit path launch: A[2]
  – Worst path arrival time: between 1 and 1.5 ns
  – Worst path required time: around 1.1 ns
  – CP startpoint kind: primary input
  – Critical path peak fanout: 4

Global route
  – Met3 Use GR: less than 1%
  – Initial antenna violation count: 0
  – Vias in the first global route: a little under 900
  – Top Usage Layer GRT: met2
  – Total gr overflow: 0
  – GRT Overall Usage: 9.03%
  – First-pass GRT wire length: around 4700 µm
  – Met1 usage: about an eighth
  – GR Layer Usage met2: between 10% and 20%
  – Largest net degree at the start of global routing: 8

Floorplan
  – Ports: around 64
  – FP Util: around 15%
  – Die span in y: around 80 µm
  – Die Size: ~0.0064 mm²
  – Die X-Extent: ~80 µm
  – Core Region: 0.00342 mm²
  – Cell Rows: 21

Placed design
  – Dpl cells: ~170
  – GPL Wtd Cong: 0.786
  – DP Area: approximately 990 µm²
  – # port buffers: 34
  – DP HPWL: ~1600 µm

Job
  – Max_cap viols: 0
  – Number of OpenROAD warnings: slightly below 70

Min path
  – WHS Endpoint: RD[12]
  – Class of the worst hold path: primary input to primary output
  – Worst hold path stage count: 4
  – Hold Startpoint: A[5]

Final layout
  – Flop count: 0
  – Register area: 0 µm²
  – Ratio of cells with drive above 1 in the final layout: between 70% and 80%
  – Fill cells: 313
  – Layout Area Growth over Synthesis: 182%
  – Layout Cells excl Fill: 194
  – Post-route cell area: between 0.001 and 0.0015 mm²
  – Clock buffer count: 0

Pwr
  – Max IR drop VDD: around 0.00017 V
  – Gate power share: 100.0%
  – Switch Pwr: around 180 µW
  – Sw frac: between 40% and 50%
  – P_leak: just under 0.0007 µW
  – Clock power frac: 0%
  – Sequential power share: 0%
  – Pwr dens: between 300 and 400 mW/mm²
  – Pint: about 260 µW

Clock tree
  – Hold buffer count at CTS: 0
[worst max path at each step]
stage	slack (ns)	end
global route	-0.18	RD[21]
CTS	-0.12	RD[21]
finish	-0.16	RD[21]
[area by class of cell]
cell class	instances	area, µm²	share of cell area, %
inverter	5	46.3	3.20
multi-input combinational	60	613	42.4
tap	46	57.6	3.98
timing repair buffer	83	728	50.4
[routing by layer]
layer,vias to the layer above,wire [µm]
li1,396,-
met1,368,1450
met2,33,1250
met3,8,159
met4,0,81
met5,-,0
[critical path, stage by stage]
cell and delay [ns]:
buf_8 0.11, buf_6 0.12, ha_4 0.17, buf_6 0.11, a211o_1 0.28, o21ai_2 0.08, buf_2 0.12
[through the flow]
step / total power [µW] / setup WS (ns) / util, %
after global routing: 472 / -0.183 / 42.3
after global placement: 286 / -1.02 / 28.9
after CTS: 406 / -0.123 / 41.7
final: 436 / -0.157 / 42.3
after floorplan: 114 / 0.0478 / -
after detailed placement: 286 / -1.04 / 28.9
[power by group through the flow]
stage | registers, µW | clock network [µW] | logic (µW)
5_1_grt | 0 | 0 | 472
6_report | 0 | 0 | 436
4_1_cts | 0 | 0 | 406
[cell usage in the layout, fill, tap and decap left out, types with 3 or more instances in the layout]
| master | n |
|---|---|
| nand2b_4 | 3 |
| buf_8 | 4 |
| ha_4 | 5 |
| a21oi_2 | 4 |
| inv_8 | 3 |
| buf_4 | 23 |
| nand2_1 | 5 |
| o21ai_1 | 3 |
| buf_6 | 23 |
| clkdlybuf4s15_1 | 3 |
| buf_2 | 19 |
| nor2_1 | 3 |
| o21ai_2 | 3 |
| clkbuf_2 | 7 |
[logic make-up (layout without fill, tap and decap cells)]
logic type | Yosys count | count (layout) | synth area share, %
and+or+nand+nor | 25 | 25 | 24.4
AOI/OAI and AO/OA | 22 | 22 | 26.3
muxes | 4 | 4 | 7.81
buffers and inverters | 18 | 88 | 23.7
adders and majority gates | 7 | 7 | 17.1
other | 1 | 2 | 0.731
[what timing repair did]
action / CTS / global route
pin swaps: 26 / 12
buffers inserted: 29 / 2
gates resized: 174 / 26
gates cloned: 2 / 0
setup endpoints to repair: 30 / 27
No activity file was given, so power comes from the tool's default toggle rates.
